$ cat flow/run.sh
#!/bin/bash
# OpenROAD 26Q1-2900-gdf79404cd8, Yosys 0.63+post, stock flow scripts
make -C /OpenROAD-flow-scripts/flow DESIGN_CONFIG=/design/flow/config.mk WORK_HOME=/design/flow/orfs finish
$ cat flow/config.mk
export PLATFORM = sky130hd
export DESIGN_NAME = sincronizador
export DESIGN_NICKNAME = sincronizador
export VERILOG_FILES = /design/flow/design.v
export SDC_FILE = /design/flow/constraint.sdc
export NUM_CORES = 4
export LEC_CHECK = 1
export CORE_AREA = 10 10 113 113
export DIE_AREA = 0 0 123 123
$ cat flow/constraint.sdc
current_design sincronizador

set clk_period 3.4
set clk_io_pct 0.2

create_clock -name clk0 -period $clk_period [get_ports {clk}]

set non_clock_inputs [all_inputs -no_clocks]
set_input_delay [expr $clk_period * $clk_io_pct] -clock clk0 $non_clock_inputs
set_output_delay [expr $clk_period * $clk_io_pct] -clock clk0 [all_outputs]
$ cat flow/design.v
`timescale 1ns / 1ps
module sincronizador( 
	input wire clk, reset,  
	output wire hsync, vsync, video_activado, instante_pulso,  
	output wire [9:0] pixel_x, pixel_y  
   );
	localparam Horizontal_Display = 640; 
	localparam Horizontal_front_border=48;  
	localparam Horizontal_back_border=16;  
	localparam Hor_retrace=96;  
	localparam Ver_Display = 480; 
	localparam Ver_left_border= 10;  
	localparam Ver_right_border=30;  
	localparam Ver_retrace= 2;  
	reg modo2_reg;  
	wire modo2_siguiente;
	reg [9:0] h_contador_reg, h_contador_siguiente;  
	reg [9:0] v_contador_reg, v_contador_siguiente;	 
	reg v_sync_reg,h_sync_reg;
	wire v_sync_next, h_sync_next;
	wire h_final,v_final,pixel_tick,p2;  
	always @(posedge clk, posedge reset)   
		if (reset)
			begin
			modo2_reg <=1'b0;  
			v_contador_reg <= 0;
			h_contador_reg <= 0;
			v_sync_reg <= 1'b0;
			h_sync_reg <= 1'b0;
			end
		else
			begin  
			modo2_reg <= modo2_siguiente;
			v_contador_reg <= v_contador_siguiente;
			h_contador_reg <= h_contador_siguiente;
			v_sync_reg <= v_sync_next ;
			h_sync_reg <= h_sync_next;
			end
	assign modo2_siguiente=~modo2_reg; 
	assign pixel_tick=modo2_reg;
	assign h_final=(h_contador_reg==(Hor_retrace+Horizontal_Display+Horizontal_front_border+Horizontal_back_border-1));
	assign v_final=(v_contador_reg==(Ver_left_border+Ver_right_border+Ver_retrace+Ver_Display-1));
	always@*  
		if (pixel_tick)  
			if(h_final) 
				h_contador_siguiente=0;
			else
				h_contador_siguiente=h_contador_reg+1;
		else
			h_contador_siguiente=h_contador_reg;
	always@*
		if ((pixel_tick) & (h_final))  
			if(v_final)
				v_contador_siguiente=0;
			else
				v_contador_siguiente= v_contador_reg+1;
		else
			v_contador_siguiente=v_contador_reg;
	assign h_sync_next=(h_contador_reg>=(Horizontal_Display+Horizontal_back_border) && h_contador_reg<=(Horizontal_Display+Horizontal_back_border+Hor_retrace-1));
	assign v_sync_next=(v_contador_reg>=(Ver_Display+Ver_right_border) && v_contador_reg<=(Ver_Display+Ver_right_border+Ver_retrace-1));
	assign video_activado=(h_contador_reg<Horizontal_Display) && (v_contador_reg<Ver_Display);
	assign hsync= ~h_sync_reg;
	assign vsync= ~v_sync_reg;
	assign pixel_x= h_contador_reg;
	assign pixel_y= v_contador_reg;
	assign instante_pulso=pixel_tick;
endmodule
==> Changelog: implementation <==
## Implementation

- Status: finished clean
- Fill cell total of the finished layout: 1128
- CP Data Arrival Time: 1.72 ns
- IO Port Bufs: 25
- Area enclosed by the die boundary: 15100 sq um
- Clock tree from TritonCTS: done
- Leakage: 0.650 nW
- Source of the worst register-to-register timing path: h_contador_reg[0]
- Number of gates given a new drive strength after cts: 0
- Final worst setup slack: 0.995 ns
- Total of hold buffers inserted after clock tree synthesis: 0
- Start point of the critical path: v_contador_reg[6]
- Destination of the worst register-to-register timing path: v_contador_reg[3]
- Via count of the first global-routing pass: 872
- Multi-input gate area in the final layout: 566 sq um
- Count of cell types in the netlist: 35
- Detailed Routing Iterations Pass 1: 4
- Maximum frequency from static timing analysis: 0.416 GHz
- Maximum level of the CTS H-tree: 1
- Startpoint type of the worst setup path: register
- Top logic cell by instance count in the layout: sky130_fd_sc_hd__clkdlybuf4s50_1
- Antenna violation net count after detailed routing: 0
- GRT Residual Overflow: 0
- Worst slew pin tran: 0.332 ns
- Cell at the root of the clock tree: sky130_fd_sc_hd__clkbuf_8
- Overall die width: 123 um
- Relative slew slack: 77.9%
- Final total negative setup slack: 0 ns
- Number of max-capacitance violations reported: 0
- Top logic cells by instance count in the layout: sky130_fd_sc_hd__clkdlybuf4s50_1 (25), sky130_fd_sc_hd__dfrtp_1 (23), sky130_fd_sc_hd__inv_1 (10)
- Layout Area Growth over Synthesis: 34.8%
- Ratio of final minimum period to clock period: 70.7%
- Register area: 576 sq um
- Mean routed wirelength per cell: 11.2 um
- Required time of the critical path: 2.72 ns
- Total setup violations reported at the end of the flow: 0
- Most used DFF post-synth: sky130_fd_sc_hd__dfrtp_1
- Residual DRC: 0
- Area of the mapped netlist: 1220 sq um
- Cell family contributing the most delay on the critical path: buffers and inverters
- Worst R2R Path Depth: 5
- Worst Setup End Kind: primary output
- Count of endpoints failing hold in the final timing report: 0
- WHS Endpoint: v_contador_reg[8]
- Clock latency on the worst-skew pair: 0.26 ns
- Via count: 932
- Cell-by-cell listing of the critical path: and4_1, nor3_1, clkdlybuf4s50_1
- Number of clock sinks: 23
- Core region area: 10300 sq um
- Number of buffer and inverter instances along the worst setup path: 1
- Placement Rows: 37
- Final period demand of the worst path: 2.40 ns
- Max Clock Skew: 0.00728 ns
- Detailed-placement wirelength estimate: 2360 um
- Total antenna diodes in the routed design: 0
- Total of flip-flops plus latches after synthesis: 23
- Number of antenna violations at the first check in global routing: 0
- Maximum clock path buffer count: 2
- Pwr Density: 273 nW/um^2
- Crit path max fanout: 6
- Startpoint of the lowest-slack hold path: v_contador_reg[8]
- Worst slack at placement: 1.29 ns
- Worst-path clk slew: 0.09 ns
- Worst voltage drop across the vdd grid: 0.0000884 V
- Number of buffers inserted during clock tree synthesis: 3
- Reg2reg setup slack: 1.57 ns
- Total Routed Length: 3120 um
- Sequential share of the synthesized area: 47.0%
- # IOs: 26
- Share of layout cells above drive strength 1: 6.29%
- Post CTS Setup Buffer Count: 0
- Post-Route Hold Slack: 0.531 ns
- Setup repair after global routing missed its margin: false
- Slowest cell on crit path: sky130_fd_sc_hd__clkdlybuf4s50_1
- Synth warnings: 1
- Largest incremental delay on the critical path: 0.53 ns
- Chip area line of the yosys report: 1220 sq um
- Syn Area/Cell: 10.2 sq um
- Critical path class: reg -> out
- EDFF count, synth: 0
- Gate count after technology mapping: 120
- DRC marker count from the first detailed-route iteration: 83
- Ys cells: 120
- Worst min-delay path class: reg -> reg
- OpenROAD warning count: 29
- Die height: 123 um
- Effective utilization at floorplan: 11.9%
- Number of max-slew violations in the final report: 0
- Fraction of registers with async set or reset after synthesis: 100%
- Global-route usage over all layers: 4.09%
- Via density: 3.34
- Largest net degree at the start of global routing: 24
- Placer's final routability congestion estimate: 0.765
- Wire length of the first global-routing pass: 4970 um
- Cell depth of the worst min-delay path: 1
how the worst max path moves through the flow:
stage	cells after the start	endpoint
6_report	3	video_activado
5_1_grt	3	video_activado
4_1_cts	3	video_activado
routing by layer:
metal | up-vias | GRT usage, % | part of all wire, %
met1 | 446 | 5.71 | 44
met5 | - | 0 | 0
met4 | 0 | 0.509 | 0.67
met3 | 2 | 1.57 | 8.7
li1 | 459 | - | -
met2 | 25 | 6.09 | 46
cells in the mapped netlist, types with 2 or more instances:
| cell type | instances | area (sq um) |
|---|---|---|
| sky130_fd_sc_hd__nor3_1 | 3 | 15.0 |
| sky130_fd_sc_hd__nand4_1 | 6 | 37.5 |
| sky130_fd_sc_hd__clkbuf_1 | 3 | 11.3 |
| sky130_fd_sc_hd__dfrtp_1 | 23 | 576 |
| sky130_fd_sc_hd__mux2i_1 | 3 | 30.0 |
| sky130_fd_sc_hd__ha_1 | 5 | 62.6 |
| sky130_fd_sc_hd__and4_1 | 2 | 17.5 |
| sky130_fd_sc_hd__and2_1 | 2 | 12.5 |
| sky130_fd_sc_hd__xor2_1 | 2 | 17.5 |
| sky130_fd_sc_hd__a21oi_1 | 4 | 20.0 |
| sky130_fd_sc_hd__nand3_1 | 7 | 35.0 |
| sky130_fd_sc_hd__o21ai_0 | 2 | 10.0 |
| sky130_fd_sc_hd__nand2_1 | 8 | 30.0 |
| sky130_fd_sc_hd__nor2_1 | 7 | 26.3 |
| sky130_fd_sc_hd__buf_4 | 2 | 15.0 |
| sky130_fd_sc_hd__xnor2_1 | 9 | 78.8 |
| sky130_fd_sc_hd__inv_1 | 10 | 37.5 |
| sky130_fd_sc_hd__o21ai_1 | 2 | 10.0 |
| sky130_fd_sc_hd__nor4_1 | 2 | 12.5 |
| sky130_fd_sc_hd__and3_1 | 3 | 18.8 |
report_power, final:
part	leakage [nW]	total, W	switching [W]	internal (W)
Sequential	0.312	0.000273	0	0.000273
Combinational	0.316	0.00000746	0.00000561	0.00000185
Clock	0.0228	0.000170	0.0000863	0.0000835
logic make-up (layout without fill, tap and decap cells):
kind of cell,after synthesis,after routing,share of synthesized area (%)
and+or+nand+nor,49,49,24.5
DFF,23,23,47.0
buffers and inverters,17,40,6.84
xor gates and xnor gates,12,12,9.19
AOI/OAI and AO/OA,11,11,4.90
adders and majority gates,5,5,5.11
muxes,3,3,2.45
per-stage QoR:
stage	util, %	total power (W)	instance area (sq um)	std cells
global route	16.0	0.000473	1650	279
CTS	16.0	0.000456	1650	279
finish	16.0	0.000451	1650	279
detailed placement	15.6	0.000287	1610	275
floorplan	-	0.000283	1220	120
global placement	15.6	0.000287	1610	275
area by class of cell:
type | count | area share (%)
multi-input cells | 80 | 34.2
flip-flops and latches | 23 | 34.8
well taps | 136 | 10.3
repair buffers | 26 | 15.6
inverters | 10 | 2.27
clock buffers | 4 | 2.73
No activity file was given, so power comes from the tool's default toggle rates.
