`flow/design.v`:
```
`timescale 1ns / 1ps
module Generador_Letra(
	 input wire videoon,
	 input wire [2:0] rgbswitches,
	 input wire [9:0] pixelx, pixely, 
	 output reg [2:0] rgbtext
	     );
wire [2:0] lsbx;
wire [3:0] lsby;
assign lsbx = pixelx[2:0];
assign lsby = pixely[3:0];
reg [2:0] letter_rgb;
wire [7:0] Data;
reg [1:0] AD;
localparam maxx = 640;
localparam maxy = 480;
localparam jaxl = 300;
localparam jaxr = 307;
localparam dxl = 316;
localparam dxr = 323;
localparam jbxl = 332;
localparam jbxr = 339;
localparam yt = 232;
localparam yb = 247;
wire jaon, don, jbon;
assign jaon =
(jaxl<=pixelx) && (pixelx<=jaxr) &&
(yt<=pixely) && (pixely<=yb);
assign don =
(dxl<=pixelx) && (pixelx<=dxr) &&
(yt<=pixely) && (pixely<=yb);
assign jbon =
(jbxl<=pixelx) && (pixelx<=jbxr) &&
(yt<=pixely) && (pixely<=yb);
always @* begin
if (jaon)
AD <= 2'h1; 
else if (don)
AD <= 2'h2;
else if (jbon)
AD <= 2'h1;
else
AD <= 2'h0;   
end
ROM FONT(AD,lsby,Data); 
reg pixelbit;
always @*
case (lsbx)
3'h0: pixelbit <= Data[0];
3'h1: pixelbit <= Data[1];
3'h2: pixelbit <= Data[2];
3'h3: pixelbit <= Data[3];
3'h4: pixelbit <= Data[4];
3'h5: pixelbit <= Data[5];
3'h6: pixelbit <= Data[6];
3'h7: pixelbit <= Data[7];
endcase
always @*
if (pixelbit)
letter_rgb <= rgbswitches;
else
letter_rgb <= 3'b000;
always @*
if (~videoon)
rgbtext = 3'b000;  
else if (jaon|don|jbon)  
rgbtext = letter_rgb; 
else
rgbtext = 3'b000;  
endmodule
module ROM (
input wire [1:0]AD,
input wire [3:0]lsby,
output reg [7:0]data 
);
reg [5:0]adress;
always @*
adress <= {AD,lsby};
always @*
case (adress)
6'h00: data = 8'b00000000;
6'h01: data = 8'b00000000; 
6'h02: data = 8'b00000000; 
6'h03: data = 8'b00000000; 
6'h04: data = 8'b00000000; 
6'h05: data = 8'b00000000;  
6'h06: data = 8'b00000000;
6'h07: data = 8'b00000000; 
6'h08: data = 8'b00000000; 
6'h09: data = 8'b00000000;
6'h0a: data = 8'b00000000;
6'h0b: data = 8'b00000000; 
6'h0c: data = 8'b00000000; 
6'h0d: data = 8'b00000000;
6'h0e: data = 8'b00000000;
6'h0f: data = 8'b00000000; 
6'h10: data = 8'b00000000;
6'h11: data = 8'b11111111; 
6'h12: data = 8'b11111111; 
6'h13: data = 8'b00011000; 
6'h14: data = 8'b00011000; 
6'h15: data = 8'b00011000;  
6'h16: data = 8'b00011000;
6'h17: data = 8'b00011000; 
6'h18: data = 8'b00011000; 
6'h19: data = 8'b00011000;
6'h1a: data = 8'b10011000;
6'h1b: data = 8'b11011000; 
6'h1c: data = 8'b11111000; 
6'h1d: data = 8'b01110000;
6'h1e: data = 8'b00000000;
6'h1f: data = 8'b00000000; 
6'h20: data = 8'b00000000;
6'h21: data = 8'b11111000; 
6'h22: data = 8'b11111100; 
6'h23: data = 8'b11000110; 
6'h24: data = 8'b11000110; 
6'h25: data = 8'b11000011;  
6'h26: data = 8'b11000011;
6'h27: data = 8'b11000011; 
6'h28: data = 8'b11000011; 
6'h29: data = 8'b11000011;
6'h2a: data = 8'b11000110;
6'h2b: data = 8'b11001110; 
6'h2c: data = 8'b11111100; 
6'h2d: data = 8'b11111000;
6'h2e: data = 8'b00000000;
6'h2f: data = 8'b00000000; 
default : data = 8'b00000000;
endcase 
endmodule
```
`flow/run.sh`:
```
#!/bin/bash
# OpenROAD 26Q1-2900-gdf79404cd8, Yosys 0.63+post, stock flow scripts
make -C /OpenROAD-flow-scripts/flow DESIGN_CONFIG=/design/flow/config.mk WORK_HOME=/design/flow/orfs finish
```
`flow/config.mk`:
```
export PLATFORM = sky130hd
export DESIGN_NAME = Generador_Letra
export DESIGN_NICKNAME = Generador_Letra
export VERILOG_FILES = /design/flow/design.v
export SDC_FILE = /design/flow/constraint.sdc
export NUM_CORES = 4
export LEC_CHECK = 1
export CORE_AREA = 10 10 72 72
export DIE_AREA = 0 0 82 82
```
`flow/constraint.sdc`:
```
current_design Generador_Letra

set clk_period 4.1
set clk_io_pct 0.2

create_clock -name clk0 -period $clk_period

set non_clock_inputs [all_inputs -no_clocks]
set_input_delay [expr $clk_period * $clk_io_pct] -clock clk0 $non_clock_inputs
set_output_delay [expr $clk_period * $clk_io_pct] -clock clk0 [all_outputs]
```
==> impl_metrics.prom <==
# HELP chip_impl_metric Metrics from one implementation run
# TYPE chip_impl_metric gauge
chip_impl_info{name="run_status",value="finished clean"} 1
chip_impl_info{name="cell_chain_critical_path",value="clkdlybuf4s50_1 -> buf_4 -> xor2_1 -> nand3_1 -> o2111ai_1 -> o2111a_1 -> o32ai_2 -> and2_1 -> clkdlybuf4s50_1"} 1
chip_impl_metric{name="synth_cells",unit=""} 69
chip_impl_info{name="critPathMostFrequentCell",value="sky130_fd_sc_hd__clkdlybuf4s50_1"} 1
chip_impl_metric{name="power.total",unit="W"} 0.00006518
chip_impl_metric{name="fin_util",unit=""} 0.2388
chip_impl_info{name="worst_setup_path_end_kind",value="output pin"} 1
chip_impl_info{name="timing.setup.critical_path_class",value="in -> out"} 1
chip_impl_metric{name="fp-utilization",unit=""} 0.1421
chip_impl_metric{name="first_global_vias",unit=""} 558
chip_impl_metric{name="leakagePower",unit="nW"} 0.3320
chip_impl_metric{name="flop_area",unit="sq um"} 0
chip_impl_metric{name="sequential_element_share_of_the_synthesized_area",unit=""} 0
chip_impl_metric{name="hold_viol_final",unit=""} 0
chip_impl_metric{name="final_area",unit="sq um"} 880.8
chip_impl_metric{name="io_pins",unit=""} 27
chip_impl_metric{name="insertedDiodeCount",unit=""} 0
chip_impl_info{name="grt_setup_unrepaired",value="no"} 1
chip_impl_metric{name="timing.fmax",unit="GHz"} 0.2571
chip_impl_info{name="start_kind",value="input pin"} 1
chip_impl_metric{name="synth.avg_cell_area",unit="sq um"} 7.598
chip_impl_metric{name="synth_cell_types",unit=""} 41
chip_impl_info{name="cp_slowest_cell",value="sky130_fd_sc_hd__clkdlybuf4s50_1"} 1
chip_impl_metric{name="routed_wl",unit="mm"} 1.648
chip_impl_metric{name="cts_setup_buffers",unit=""} 0
chip_impl_metric{name="drt_iter0_markers",unit=""} 26
chip_impl_metric{name="num-clock-buffers",unit=""} 0
chip_impl_metric{name="drt_pass_1_iters",unit=""} 4
chip_impl_metric{name="chipArea",unit="sq um"} 6724
chip_impl_metric{name="timing.final.crit_share",unit=""} 0.9488
chip_impl_metric{name="remaining_global_route_overflow",unit=""} 0
chip_impl_metric{name="delay_of_the_slowest_cell_on_the_worst_path",unit="ns"} 0.61
chip_impl_metric{name="power.density_cell_area",unit="nW/um^2"} 74.00
chip_impl_metric{name="placement_rows",unit=""} 22
chip_impl_info{name="holdCritPathClass",value="in -> out"} 1
chip_impl_metric{name="worstMarginPinSlew",unit="ns"} 0.4069
chip_impl_metric{name="seq_cell_count",unit=""} 0
chip_impl_metric{name="global_route.usage.total",unit=""} 0.04583
chip_impl_metric{name="cts_repair_resize_count",unit=""} 0
chip_impl_metric{name="vias",unit=""} 622
chip_impl_metric{name="placedInstanceArea",unit="sq um"} 853.3
chip_impl_metric{name="route.detailed.drc",unit=""} 0
chip_impl_metric{name="critical_path_peak_fanout",unit=""} 6
chip_impl_metric{name="max_cap_violations",unit=""} 0
chip_impl_metric{name="place_congestion",unit=""} 0.8778
chip_impl_metric{name="yosys_warnings",unit=""} 2
chip_impl_metric{name="grt_start_max_net_pins",unit=""} 11
chip_impl_metric{name="dp.final_hpwl",unit="mm"} 1.438
chip_impl_metric{name="setup_viol",unit=""} 0
chip_impl_metric{name="post_drt_via_cell_ratio",unit=""} 4.319
chip_impl_metric{name="drtAntennaViolNets",unit=""} 0
chip_impl_metric{name="routed_met1_length",unit="um"} 745
chip_impl_metric{name="area_growth",unit="%"} 68.02
chip_impl_metric{name="die.size.x",unit="um"} 82
chip_impl_metric{name="grt_first_pass_wirelength",unit="mm"} 2.615
chip_impl_metric{name="drive_gt1_frac",unit=""} 0.1667
chip_impl_metric{name="route.met3.wl",unit="um"} 57
chip_impl_metric{name="cts_hold_repair.buffers",unit=""} 0
chip_impl_metric{name="met2_length",unit="um"} 845
chip_impl_metric{name="whs",unit="ns"} 2.564
chip_impl_metric{name="final.min_clock_period",unit="ns"} 3.890
chip_impl_metric{name="floorplan.core_area",unit="sq um"} 3689
chip_impl_metric{name="cp_data_arrival_time",unit="ns"} 3.07
chip_impl_metric{name="antenna_found_initial",unit=""} 0
chip_impl_metric{name="netlist_area",unit="sq um"} 524.3
chip_impl_metric{name="worst_ir_drop_vdd",unit="uV"} 33.62
chip_impl_metric{name="wl_per_cell",unit="um"} 11.44
chip_impl_metric{name="log.warning_count",unit=""} 33
chip_impl_metric{name="setup-tns-final",unit="ns"} 0
chip_impl_metric{name="slew_viol_final",unit=""} 0
chip_impl_metric{name="synth_chip_area",unit="sq um"} 524.3
chip_impl_metric{name="worst-endpoint-required",unit="ns"} 3.28
chip_impl_metric{name="portBuffers",unit=""} 27
chip_impl_info{name="top_signal_layer_used",value="met3"} 1
chip_impl_metric{name="yosysCellCount",unit=""} 69
chip_impl_metric{name="timing.max_slew.rel_slack",unit=""} 0.7250
chip_impl_metric{name="die_h",unit="um"} 82
[final timing paths]
kind      startpoint          to  cells past startpoint
max        pixely[3]  rgbtext[0]                      9
min   rgbswitches[0]  rgbtext[0]                      3
[cell families (layout without fill, tap and decap cells)]
kind of cell	after synthesis	count (layout)	synth area share
muxes	3	3	0.05728
and+or+nand+nor	34	34	0.4487
xor gates and xnor gates	3	3	0.05013
buffers and inverters	10	37	0.1169
AOI/OAI and AO/OA	17	17	0.2793
adders and majority gates	2	2	0.04773
[critical path, delay by kind of cell]
family | cells | cell delay (ns)
buf+inv | 3 | 1.20
compound gates | 3 | 0.54
simple gates | 2 | 0.29
xor+xnor | 1 | 0.21
[cell type report]
type | instances | area, sq um
Inverter | 4 | 15.01
Tap cell | 48 | 60.06
Fill cell | 400 | 2808
Multi-Input combinational cell | 59 | 476.7
Timing Repair Buffer | 33 | 329.1
[Yosys cell counts (2+ instances only)]
master / n / area, sq um
sky130_fd_sc_hd__nor3b_1: 5 / 37.54
sky130_fd_sc_hd__inv_1: 4 / 15.01
sky130_fd_sc_hd__nor2_1: 4 / 15.01
sky130_fd_sc_hd__and2_1: 3 / 18.77
sky130_fd_sc_hd__mux2i_1: 3 / 30.03
sky130_fd_sc_hd__nor3_1: 3 / 15.01
sky130_fd_sc_hd__o21ai_0: 3 / 15.01
sky130_fd_sc_hd__xor2_1: 3 / 26.28
sky130_fd_sc_hd__a211oi_1: 2 / 15.01
sky130_fd_sc_hd__buf_4: 2 / 15.01
sky130_fd_sc_hd__buf_6: 2 / 22.52
sky130_fd_sc_hd__ha_1: 2 / 25.02
sky130_fd_sc_hd__nand2_1: 2 / 7.510
sky130_fd_sc_hd__nand2b_1: 2 / 12.51
sky130_fd_sc_hd__nand3_1: 2 / 10.01
sky130_fd_sc_hd__o2111ai_1: 2 / 17.52
[per-stage QoR]
stage | cells | setup WS, ns
after floorplan | 69 | 0.9431
after global placement | 144 | 0.1777
after detailed placement | 144 | 0.1346
after CTS | 144 | 0.1304
after global routing | 144 | 0.02643
final | 144 | 0.2101
[routing by layer]
metal / track usage / vias up
li1: - / 325
met1: 0.06520 / 283
met2: 0.07680 / 14
met3: 0.005507 / 0
met4: 0 / 0
met5: 0 / -
[power by group]
| group | total, W | internal [W] | switching [W] |
|---|---|---|---|
| logic | 0.0000652 | 0.0000392 | 0.0000260 |
| registers | 0 | 0 | 0 |
| clock network | 0 | 0 | 0 |
| total | 0.0000652 | 0.0000392 | 0.0000260 |
[layout by cell type, fill, tap and decap left out, types with 2 or more instances in the layout]
cell type	instances
sky130_fd_sc_hd__nor2_1	4
sky130_fd_sc_hd__inv_1	4
sky130_fd_sc_hd__dlymetal6s2s_1	4
sky130_fd_sc_hd__nor3b_1	4
sky130_fd_sc_hd__clkdlybuf4s50_1	23
sky130_fd_sc_hd__nand2b_1	2
sky130_fd_sc_hd__buf_4	5
sky130_fd_sc_hd__o21ai_0	2
sky130_fd_sc_hd__a211oi_1	2
sky130_fd_sc_hd__and2_1	3
sky130_fd_sc_hd__nor3_1	3
sky130_fd_sc_hd__mux2i_1	3
sky130_fd_sc_hd__nand3_1	2
sky130_fd_sc_hd__xor2_1	3
sky130_fd_sc_hd__o2111ai_1	2
sky130_fd_sc_hd__nand2_1	2
