$ cat flow/run.sh
#!/bin/bash
# OpenROAD 26Q1-2900-gdf79404cd8, Yosys 0.63+post, stock flow scripts
make -C /OpenROAD-flow-scripts/flow DESIGN_CONFIG=/design/flow/config.mk WORK_HOME=/design/flow/orfs finish
$ cat flow/config.mk
export PLATFORM = sky130hd
export DESIGN_NAME = debouncer
export DESIGN_NICKNAME = debouncer
export VERILOG_FILES = /design/flow/design.v
export SDC_FILE = /design/flow/constraint.sdc
export NUM_CORES = 4
export LEC_CHECK = 1
export CORE_AREA = 10 10 70 70
export DIE_AREA = 0 0 80 80
$ cat flow/constraint.sdc
current_design debouncer

set clk_period 1.1
set clk_io_pct 0.2

create_clock -name clk0 -period $clk_period [get_ports {clk}]

set non_clock_inputs [all_inputs -no_clocks]
set_input_delay [expr $clk_period * $clk_io_pct] -clock clk0 $non_clock_inputs
set_output_delay [expr $clk_period * $clk_io_pct] -clock clk0 [all_outputs]
$ cat flow/design.v
`timescale 1ns / 1ps
 module debouncer(
	input clk,
	input [2:0] sw,
	output [2:0] sw_out,
	input wire reset
    );
   reg [2:0] register1,register2,register3;
   always @ (posedge clk)
      if (reset == 1) begin
         register1 <= 3'b000;
			register2 <= 3'b000;
			register3 <= 3'b000;
		end
      else begin
         register1 <= {register1[1:0], sw[0]};
			register2 <= {register2[1:0], sw[1]};
			register3 <= {register3[1:0], sw[2]};
		end
   assign sw_out[0] = register1[0] & register1[1] & register1[2];
	assign sw_out[1] = register2[0] & register2[1] & register2[2];
	assign sw_out[2] = register3[0] & register3[1] & register3[2];
endmodule
==> GITHUB_STEP_SUMMARY <==
## Implementation flow summary

| Metric | Value |
|---|---|
| Status | complete, no violations |
| Xor+xnor area frac | 0% |
| Fmax achieved | 947 MHz |
| Layout cells sized above 1 | 37.5% |
| H-tree Lvls | 1 |
| Layout fillers | 407 |
| Slew Limit Fails | 0 |
| Clk sinks | 9 |
| RD Place Congestion | 0.703 |
| Tightest Pin Transition | 0.323 ns |
| Cell count after synthesis | 21 |
| Final worst-path cycle share | 96.0% |
| GR Util All Layers | 1.79% |
| YS warnings | 1 |
| Yosys Instances | 21 |
| Register area share after synthesis | 70.6% |
| Post-route design area | 412 um2 |
| CTS Buffer Depth | 2 |
| Hpwl dp | 393 um |
| Area reported by Yosys stat | 255 um2 |
| Top cells, area | dfxtp_1 (71%), nor2b_1 (22%), and3_1 (7.4%) |
| Setup crit end kind | primary output |
| Port Buffers | 7 |
| Pwr/cell area | 1500 nW/um2 |
| Yosys cell types | 3 |
| Post-layout min period | 1.06 ns |
| RSZ-0062 raised after global routing | no |
| Multiplexer share of the synthesized area | 0% |
| Vias in the first global route | 175 |
| Core ar. | 3420 um2 |
| Kind of critical path | reg2out |
| Residual DRC | 0 |
| P_leak | 0.159 nW |
| Antenna violations before repair | 0 |
| Routed WL | 544 um |
| IO Count | 8 |
| Cell type with the largest total area | dfxtp_1 |
| Die Y | 80 um |
| CP startpoint kind | flop |
| R2R Path Start | register2[0]$_SDFF_PP0_ |
| Ys flops | 9 |
| Die Area | 6400 um2 |
| Row cnt | 21 |
| Wire length of the first global-routing pass | 848 um |
| Drt wl/cell | 6.97 um |
| TritonCTS buffer count | 3 |
| Compound-Gate Fraction of Synth Area | 0% |
| Hold endpoint | register3[1]$_SDFF_PP0_ |
| Grt ovf | 0 |
| Root Driver | clkbuf_4 |
| CP arrival | 0.84 ns |
| Drt first-iter violations | 1 |
| Hold path cells | 1 |
| FF-to-FF End | register2[1]$_SDFF_PP0_ |
| Final WS setup | 0.0439 ns |
| Post-synthesis adder-cell area fraction | 0% |
| Avg Synthesized Cell Area | 12.2 um2 |
| Area leader share | 70.6% |
| Area of placed instances | 383 um2 |
| Hold_sp | register3[0]$_SDFF_PP0_ |
| Dominant combinational family | simple AND/OR/NAND/NOR gates |
| Simple Share, Synth | 29.4% |
| Worst skew pair latency | 0.26 ns |
| R2r setup slk | 0.54 ns |
| Dpl ws | -0.0573 ns |
| Hold Path Class | reg2reg |
| CP max FO | 2 |
| DR vias | 173 |
| FP Core Util | 7.47% |
| Final setup violation count | 0 |
| Post-CTS setup buffers | 0 |
| Number of routed nets with antenna violations | 0 |
| Setup TNS | 0 ns |
| Worst slew margin | 78.4% |
| Final Hold Violation Tally | 0 |
| Post-synthesis cell area | 255 um2 |
| Chip width | 80 um |
| Clock transition at path regs | 0.06 ns |
| Total iterations of the first detailed-routing run | 2 |
| CTS tree | yes |
| Area growth from synthesis to layout | 61.3% |
| Critical Path RT | 0.88 ns |
| Vias per cell | 2.22 |
| Maximum VDD drop | 0.509 mV |
| Ant diodes | 0 |
| Reg2Reg Depth | 1 |
| Tool warnings | 25 |
| Largest net degree at the start of global routing | 10 |
| Final Skew | 0.00226 ns |
| Max Cap Violations | 0 |
-- where the power goes --
group | total (mW) | internal, mW | switching (mW)
clock | 0.245 | 0.139 | 0.106
combinational | 0.0278 | 0.0195 | 0.00835
sequential | 0.346 | 0.341 | 0.00497
total | 0.619 | 0.500 | 0.120
-- per-stage QoR --
stage / hold WS (ns) / power (mW) / cells / utilization [%]
after global placement: 0.442 / 0.378 / 74 / 11.2
after detailed placement: 0.453 / 0.379 / 74 / 11.2
after global routing: 0.480 / 0.653 / 78 / 12.1
after floorplan: 0.292 / 0.358 / 21 / -
final: 0.459 / 0.619 / 78 / 12.1
after CTS: 0.462 / 0.627 / 78 / 11.7
-- logic make-up after synthesis --
kind of cell     after synthesis
flip-flops                     9
AND/OR/NAND/NOR               12
-- critical path: stages, from the launching register on --
cell     delay, ns
dfxtp_2       0.31
and3_1        0.16
buf_2         0.11
-- per-layer routing --
metal | GRT usage [%] | wire length (um)
met1 | 2.16 | 267
met2 | 2.09 | 195
met3 | 2.16 | 81
met4 | 0 | 0
met5 | 0 | 0
-- layout make-up --
type	instances	area, um2	area share, %
Tap cell	46	57.6	14.0
Clock buffer	4	26.3	6.38
Multi-Input combinational cell	12	80.1	19.5
Sequential cell	9	186	45.3
Timing Repair Buffer	7	61.3	14.9
-- synthesized netlist by cell type (all sizes together) --
cell type and n:
nor2b 9, dfxtp 9, and3 3
-- placed cells by master (no fill, tap or decap) --
master           instances
dfxtp_2                  5
buf_2                    2
and3_1                   2
dfxtp_1                  4
clkbuf_1                 1
nor2b_1                  9
buf_6                    1
and3_4                   1
clkbuf_4                 3
clkdlybuf4s50_1          4
-- flip-flops by register name, summed over array words and instances, names as in the netlist --
name	flops
register3	3
register2	3
register1	3
-- how the worst max path moves through the flow --
stage | startpoint | endpoint
6_report | register1[1]$_SDFF_PP0_ | sw_out[0]
5_1_grt | register3[0]$_SDFF_PP0_ | sw_out[2]
4_1_cts | register1[1]$_SDFF_PP0_ | sw_out[0]
-- repair_timing --
action,in CTS,in global routing
endpoints found under the setup margin,3,1
hold buffers,0,0
pin swaps,1,0
gates resized,13,3
Power and IR drop assume default switching activity.
